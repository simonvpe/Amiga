[/design/flow/design.v]
`timescale 1ns / 1ps
module mfm_pll #(
  parameter F_K  = 32_000_000,
  parameter F_ID = 16_000_000
) (
  input  wire clk_k,
  input  wire clk_id,
  input  wire din,
  output wire dout,
  output wire cout,
  output wire lck
);
  parameter F_C = 500_000;  
  reg [$clog2(F_K/F_C)-2:0] sig_count = 0;
  always @ ( posedge clk_k ) begin
    if( din | ( sig_count > 0 ) ) begin
      sig_count <= sig_count + 1;
    end
  end
  assign dout = sig_count > 0;
  pll #( .F_K(F_K), .F_ID(F_ID), .F_C(F_C) ) PLL_Obj (
    .clk_k( clk_k ),
    .clk_id( clk_id ),
    .sig( dout ),
    .clk_c( cout ),
    .lck( lck )
  );
endmodule
module pll #(
  parameter F_K   = 32_000_000,
  parameter F_ID  = 16_000_000,
  parameter F_C   =    500_000
) (
  input  wire clk_k,
  input  wire clk_id,
  input  wire sig,
  output wire clk_c,
  output reg  lck     = 0
);
  parameter M      = F_K  / F_C;      
  parameter N      = F_ID / F_C / 2;  
  parameter K      = M     ;          
  parameter K_BITS = $clog2(K);       
  parameter N_BITS = $clog2(N);       
  reg [$clog2(M)-1:0] en_count = 0;
  always @ ( posedge clk_k ) begin
    if( sig | ( en_count > 0 ) ) begin
      en_count <= en_count + 1;
    end
  end
  wire en = ( en_count > 0 );
  wire carry, borrow, id;          
  wire edgedet = ~(sig ^ clk_c);   
  pll_k      #( .K_BITS(K_BITS) ) K_MODULE  ( .clk(clk_k),  .enable(en),    .down(edgedet), .carry(carry), .borrow(borrow) );
  pll_id                          ID_MODULE ( .clk(clk_id), .inc(carry),    .dec(borrow),   .out(id)                       );
  pll_divbyn #( .N_BITS(N_BITS) ) DN_MODULE ( .clk(id),     .out(clk_c)                                                    );
  always @ ( posedge clk_c ) begin
    if( en )
      lck <= sig;
    else
      lck <= lck;
  end
endmodule
module pll_divbyn #(
  parameter N_BITS  = 3 
) (
  input  wire clk,
  output wire out
);
  reg [N_BITS-1:0] u = 0;
  always @ (posedge clk) begin
    u <= u + 1;
  end
  assign out = u[N_BITS-1];
endmodule
module pll_k #(
  parameter K_BITS = 4 
)(
  input  wire       clk,
  input  wire       enable,
  input  wire       down,
  output reg        carry  = 0,
  output reg        borrow = 0
);
  reg  [K_BITS-1:0] u      = 0;
  reg  [K_BITS-1:0] d      = 0;
  wire [K_BITS:0]   u_next = u[K_BITS-1:0] + 1;
  wire [K_BITS:0]   d_next = d[K_BITS-1:0] + 1;
  always @ (posedge clk) begin
    if( enable ) begin
      u <= ~down ? u_next : u;
      d <=  down ? d_next : d;
      carry  <= u_next[K_BITS];
      borrow <= d_next[K_BITS];
    end
  end
endmodule
module pll_id(
  input  wire clk, 
  input  wire inc, 
  input  wire dec,
  output reg  out
);
  reg [3:0] si  = 0;
  reg [3:0] sd  = 0;
  reg       jko = 0;
  always @ ( negedge clk ) begin
    si <= { ( ~si[0] & si[1] | ~si[1] & si[2] ) &  jko, si[1], si[0], inc };
    sd <= { ( ~sd[0] & sd[1] | ~sd[1] & sd[2] ) & ~jko, sd[1], sd[0], dec };
    case({ ~si[3], ~sd[3] })
      2'b0_0: jko <= jko;
      2'b0_1: jko <= 0;
      2'b1_0: jko <= 1;
      2'b1_1: jko <= ~jko;
    endcase
  end
  always @ ( clk ) begin
    out <= ~( jko | clk );
  end
endmodule
[/design/flow/run.sh]
#!/bin/bash
# OpenROAD 26Q1-2900-gdf79404cd8, Yosys 0.63+post, stock flow scripts
make -C /OpenROAD-flow-scripts/flow DESIGN_CONFIG=/design/flow/config.mk WORK_HOME=/design/flow/orfs finish
[/design/flow/config.mk]
export PLATFORM = sky130hd
export DESIGN_NAME = mfm_pll
export DESIGN_NICKNAME = mfm_pll
export VERILOG_FILES = /design/flow/design.v
export SDC_FILE = /design/flow/constraint.sdc
export NUM_CORES = 4
export LEC_CHECK = 1
export CORE_UTILIZATION = 40
[/design/flow/constraint.sdc]
current_design mfm_pll

set clk_period 3.1
set clk_io_pct 0.2

create_clock -name clk0 -period $clk_period [get_ports {clk_id}]
create_clock -name clk1 -period $clk_period [get_ports {clk_k}]

set non_clock_inputs [all_inputs -no_clocks]
set_input_delay [expr $clk_period * $clk_io_pct] -clock clk0 $non_clock_inputs
set_output_delay [expr $clk_period * $clk_io_pct] -clock clk0 [all_outputs]
==> results.toml <==
# yosys + openroad results
[critical_path]
max_stage_delay_ps = 300
timing.critical_path.max_delay_family = "flip-flops"
cp.arrival_ps = 2540
cpMaxStageDelayCell = "sky130_fd_sc_hd__dfxtp_2"
path_buffers = 1
worstPathRequired_ps = 2480
crit_path_start_kind = "flip-flop"
critical_path.cell_chain = "buf_2"
critPathMaxFanout = 2
ws_path_type = "flip-flop to output pin"
endpoint_kind = "output pin"

[floorplanning]
io-pin-count = 6
design.core.area_um2 = 3660
die_h_um = 63.6
num_rows = 22
fp.dieArea_um2 = 4040
floorplan.die.width_um = 63.6
floorplan.initialDensity_pct = 41.5

[clocking]
clock_input_transition_at_the_sequential_cells_of_the_worst_setup_and_hold_paths_ps = 50
cts_tree = "built"
cts_hold_repair.buffers = 0

[synth]
synthXorXnorAreaFrac_pct = 10.4
fa_ha_area_share_pct = 5.77
ys_ff = 39
syn_inst = 107
syn-cell-area_um2 = 1520
synth.cellmix.compoundShare_pct = 1.48
synth.logic.top_family = "simple AND/OR/NAND/NOR gates"
count_of_different_cell_masters_after_synthesis = 18
ys_seq_share_pct = 69.2
ys_area_um2 = 1520
yosys-stat-cells = 107
synth_area_per_cell_um2 = 14.2
simple_gate_area_share_pct = 10.4
ys.warnings.count = 5
synth.area.mux_share_pct = 0

[detailed_routing]
num_antenna_cells = 0
post_drt_via_cell_ratio = 4.45
drcViolationCount = 0
route.detailed.wl_per_inst_um = 11.5
route.vias.total = 818
postRouteWirelength_um = 2110
drt.antenna.violating_nets = 0
detail_route.iter0.violations = 29
drt_first_pass_iters = 4

[global_routing]
grt_start_max_net_pins = 15
first_global_vias = 903
grt_first_pass_wirelength_um = 3600
grt_antenna_before_repair = 0
grt_util_all_layers_pct = 12.5
remaining_overflow_grt = 0

[min_path]
hold_class = "flip-flop to flip-flop"

[sta]
clock-skew-final_ps = 14.1
timing_worst_slew_pin_value_ps = 379
timing.max_slew.rel_slack_pct = 74.6
final_hold_viol_count = 0
report.final.slew_viol_count = 0
worst_slack_ps = -57.7
final.hold.worst_slack_ps = 343
unclocked_regs = 1
report.final.setup_viol = 1
unconstrained_endpoints = 3
setup_repair_after_global_routing_missed_its_margin = "yes"

[pwr]
vdd_drop_max_uv = 441
power-per-cell-area_nw_per_um2 = 963
power.leakage_uw = 0.000779
design_power_total_uw = 1810

[flow_run]
max_cap_viol_count = 0
tool_warnings = 30

[place]
post-place-ws_ps = 165
routabilityCongestion = 0.760
io_buffer_count = 4
dp.final_hpwl_um = 1320

[run_status]
outcome = "complete, but fails checks"
failed_checks = "negative setup slack"

[cells_and_area]
drive_gt1_share_pct = 16.2
syn_to_final_growth_pct = 23.9
-- worst paths after layout --
kind	start	to	slack [ps]	cells past startpoint
setup / recovery	PLL_Obj.DN_MODULE.u[3]	cout	-60	1
hold / removal	PLL_Obj.ID_MODULE.sd[0]	PLL_Obj.ID_MODULE.sd[1]	340	0
setup reg to reg	PLL_Obj.DN_MODULE.u[3]	PLL_Obj.K_MODULE.u[0]	80	4
hold reg to reg	PLL_Obj.ID_MODULE.sd[0]	PLL_Obj.ID_MODULE.sd[1]	340	0
max in group clk1	PLL_Obj.DN_MODULE.u[3]	PLL_Obj.K_MODULE.u[0]	80	4
max in group gated	PLL_Obj.ID_MODULE.jko	clock gate	2330	0
min in group clk1	PLL_Obj.K_MODULE.d[1]	PLL_Obj.K_MODULE.d[1]	580	1
min in group gated	PLL_Obj.ID_MODULE.jko	clock gate	2310	0
-- Yosys cell counts --
master                     instances  area [um2]
sky130_fd_sc_hd__nand3_1          10        50.1
sky130_fd_sc_hd__and2b_2           1        8.76
sky130_fd_sc_hd__edfxtp_1         27         811
sky130_fd_sc_hd__xnor2_1           9        78.8
sky130_fd_sc_hd__a21oi_1           1        5.00
sky130_fd_sc_hd__and2_1            1        6.26
sky130_fd_sc_hd__nor2_1            7        26.3
sky130_fd_sc_hd__dfxtp_1          12         240
sky130_fd_sc_hd__nand2_1           6        22.5
sky130_fd_sc_hd__nor4_1            1        6.26
sky130_fd_sc_hd__xor2_1            9        78.8
sky130_fd_sc_hd__ha_1              7        87.6
sky130_fd_sc_hd__inv_1            11        41.3
sky130_fd_sc_hd__and3_1            1        6.26
sky130_fd_sc_hd__o211a_1           1        10.0
sky130_fd_sc_hd__nor4b_4           1        23.8
sky130_fd_sc_hd__or2b_1            1        7.51
sky130_fd_sc_hd__a211oi_1          1        7.51
-- cell usage in the layout, fill, tap and decap left out, types with 2 or more instances in the layout --
master	Yosys	final
sky130_fd_sc_hd__ha_1	7	7
sky130_fd_sc_hd__clkdlybuf4s50_1	0	3
sky130_fd_sc_hd__inv_1	11	19
sky130_fd_sc_hd__clkbuf_8	0	13
sky130_fd_sc_hd__nor2_1	7	7
sky130_fd_sc_hd__nand2_1	6	6
sky130_fd_sc_hd__xnor2_1	9	9
sky130_fd_sc_hd__dfxtp_1	12	11
sky130_fd_sc_hd__edfxtp_1	27	27
sky130_fd_sc_hd__xor2_1	9	8
sky130_fd_sc_hd__nand3_1	10	10
sky130_fd_sc_hd__buf_4	0	2
-- flip-flops by register name, summed over array words and instances (netlist names) --
signal                   count
PLL_Obj.ID_MODULE.jko        1
PLL_Obj.K_MODULE.d           6
PLL_Obj.ID_MODULE.sd         4
PLL_Obj.lck                  1
PLL_Obj.DN_MODULE.u          4
PLL_Obj.ID_MODULE.si         4
PLL_Obj.K_MODULE.borrow      1
PLL_Obj.en_count             6
PLL_Obj.K_MODULE.carry       1
PLL_Obj.K_MODULE.u           6
sig_count                    5
-- final cells by class --
type                    instances  area (um2)
well taps                      48        60.1
fillers                       302        1780
repair buffers                  6        50.0
multi-input cells              57         433
clock inverters                11        68.8
clock buffers                  13         179
flip-flops and latches         39        1050
inverters                      10        37.5
-- per-stage QoR --
stage	setup TNS, ps	instances	area [um2]	util (%)
6_report	-57.7	184	1880	51.4
5_1_grt	-98.1	184	1880	51.4
4_1_cts	-555	185	1880	51.5
3_5_place_dp	0	161	1630	44.6
3_3_place_gp	0	161	1630	44.6
2_1_floorplan	0	107	1520	-
-- logic make-up after synthesis --
family          after synthesis
flops                        39
simple gates                 29
xor+xnor                     18
buf+inv                      11
fa+ha+maj                     7
compound gates                3
-- where the power goes --
group          total, uW  leakage [uW]  switching [uW]  internal (uW)
combinational        250      0.000246             114            136
sequential           881      0.000372             130            751
clock                679      0.000161             229            450
total               1810      0.000779             473           1340
-- layer usage --
layer	routed length, um	GRT usage (%)	part of all wire [%]
met1	1070	18.2	51
met2	904	14.5	43
met3	94	7.35	4.5
met4	43	7.95	2.0
met5	0	0	0
-- what timing repair did --
| action | CTS | global route |
|---|---|---|
| resized | 5 | 1 |
| buffers inserted | 1 | 0 |
| setup endpoints to repair | 1 | 13 |
| endpoints found under the hold margin | 0 | 0 |
Power is estimated from default activity; no workload was simulated.
